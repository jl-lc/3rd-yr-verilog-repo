==> flow/design.v <==
`timescale 1ns / 1ps
module HD (
    input [11:0] code, 
    output reg[7:0] data,
    output reg[3:0] syndrome
);
    reg [11:0]  code_o;
    wire [3:0]  check_r, check_c;
    wire [7:0]  data_r;
    assign check_r = {code[7], code[3], code[1], code[0]};
    assign data_r  = {code[11], code[10], code[9], code[8], code[6], code[5], code[4], code[2]};
    assign check_c[0] = data_r[0] ^ data_r[1] ^ data_r[3] ^ data_r[4] ^ data_r[6];
    assign check_c[1] = data_r[0] ^ data_r[2] ^ data_r[3] ^ data_r[5] ^ data_r[6];
    assign check_c[2] = data_r[1] ^ data_r[2] ^ data_r[3] ^ data_r[7];
    assign check_c[3] = data_r[4] ^ data_r[5] ^ data_r[6] ^ data_r[7];
    always @(code) begin
        code_o = code;
        syndrome = check_r ^ check_c;
        if ((syndrome == 0) || (syndrome == 1) || (syndrome == 2) || (syndrome == 4) || (syndrome == 8)) begin
            data = data_r;
        end else begin
            code_o[syndrome-1] = ~code_o[syndrome-1];
            data = {code_o[11], code_o[10], code_o[9], code_o[8], code_o[6], code_o[5], code_o[4], code_o[2]};
        end
    end
endmodule
==> flow/run.sh <==
#!/bin/bash
# OpenROAD 26Q1-2900-gdf79404cd8, Yosys 0.63+post, stock flow scripts
make -C /OpenROAD-flow-scripts/flow DESIGN_CONFIG=/design/flow/config.mk WORK_HOME=/design/flow/orfs finish
==> flow/config.mk <==
export PLATFORM = sky130hd
export DESIGN_NAME = HD
export DESIGN_NICKNAME = HD
export VERILOG_FILES = /design/flow/design.v
export SDC_FILE = /design/flow/constraint.sdc
export NUM_CORES = 4
export LEC_CHECK = 1
export CORE_AREA = 10 10 70 70
export DIE_AREA = 0 0 80 80
==> flow/constraint.sdc <==
current_design HD

set clk_period 5.9
set clk_io_pct 0.2

create_clock -name clk0 -period $clk_period

set non_clock_inputs [all_inputs -no_clocks]
set_input_delay [expr $clk_period * $clk_io_pct] -clock clk0 $non_clock_inputs
set_output_delay [expr $clk_period * $clk_io_pct] -clock clk0 [all_outputs]
==> impl_metrics.env <==
# flow metrics
export IMPL_status="completed"
export IMPL_yosysCellCount=111
export IMPL_initial_utilization=0.266
export IMPL_use_met3=0.0239
export IMPL_synth_warnings=1
export IMPL_dp_cells=209
export IMPL_detail_route_wirelength_mm=2.86
export IMPL_maxSlewViolCount=0
export IMPL_setup_viol=0
export IMPL_startpoint="code[4]"
export IMPL_yosys_area_sq_um=910
export IMPL_syn_area_sq_um=910
export IMPL_lay_top_count="buf_4"
export IMPL_cellLeakagePower_uw=0.000803
export IMPL_synthCells=111
export IMPL_final_layout_size_suffix_gt1_frac=0.416
export IMPL_crit_arrival_ns=4.54
export IMPL_grt_max_degree=11
export IMPL_place_gp_congestion=0.860
export IMPL_hpwl_mm=2.28
export IMPL_busiest_layer="met2"
export IMPL_met1_usage=0.118
export IMPL_grt_usage=0.0844
export IMPL_regArea_sq_um=0
export IMPL_endpoint="data[3]"
export IMPL_ys_seq_frac=0
export IMPL_routed_via_count=1032
export IMPL_grt_pass1_wl_mm=4.50
export IMPL_portBuffers=24
export IMPL_hold_slack_ns=2.73
export IMPL_maxSlewHeadroom=0.703
export IMPL_ioPinCount=24
export IMPL_fmax_ghz=0.175
export IMPL_cp_end_kind="output port"
export IMPL_grt_setup_unrepaired="false"
export IMPL_grt_ovfl_total=0
export IMPL_routedWlPerCell_um=13.5
export IMPL_antenna_left=0
export IMPL_openroad_warnings=35
export IMPL_fp_dieW_um=80
export IMPL_chip_area_sq_um=6400
export IMPL_maxCapViolCount=0
export IMPL_crit_fanout=6
export IMPL_dr_pass1_iters=4
export IMPL_final_cells=212
export IMPL_met2_usage=0.133
export IMPL_area_growth_pct=73.6
export IMPL_drtIter0Drc=38
export IMPL_place_area_sq_um=1430
export IMPL_hold_viol=0
export IMPL_critPathKind="in2out"
export IMPL_min_path_cells=3
export IMPL_grt_pass1_vias=987
export IMPL_antenna_found_initial=0
export IMPL_antenna_cells=0
export IMPL_syn_area_per_cell_sq_um=8.19
export IMPL_clock_buffers=0
export IMPL_period_minus_slack_ns=5.72
export IMPL_cp_data_required_time_ns=4.72
export IMPL_ff_count=0
export IMPL_final_area_sq_um=1580
export IMPL_drcViolationCount=0
export IMPL_worstSetupStartpointType="input port"
export IMPL_die_h_um=80
export IMPL_core_area_sq_um=3420
export IMPL_tightest_slew_ns=0.445
export IMPL_vias_per_cell=4.87
export IMPL_layout_top_cells="buf_4 (34), inv_1 (9), dlygate4sd2_1 (8)"
export IMPL_rows=21
export IMPL_fin_crit_sh=0.970
export IMPL_post_route_util=0.462
export IMPL_peakVddDrop_mv=0.113
export IMPL_powerDensity_nw_per_um2=305
export IMPL_synth_cell_types=40
export IMPL_min_path_type="in2out"
## power by group
group / total, uW / switching, uW / internal [uW]
Clock: 0 / 0 / 0
Combinational: 482 / 228 / 254
Sequential: 0 / 0 / 0
Total: 482 / 228 / 254
## layer usage
layer | part of all wire | vias up
met4 | 0 | 0
met1 | 0.52 | 496
met2 | 0.42 | 25
met3 | 0.065 | 0
li1 | - | 511
met5 | 0 | -
## through the flow
step | setup WS, ns | TNS, ns | total power (uW)
finish | 0.176 | 0 | 482
global route | 0.0143 | 0 | 524
CTS | 0.0387 | 0 | 436
detailed placement | -0.581 | -4.46 | 396
global placement | -0.570 | -4.36 | 394
floorplan | 0.202 | 0 | 239
## how the worst min path moves through the flow
| stage | slack, ns | from | to |
|---|---|---|---|
| after CTS | 3.08 | code[4] | data[1] |
| after global routing | 2.78 | code[8] | data[4] |
| final | 2.73 | code[8] | data[4] |
## synth_stat cells, drive strengths merged, types with 3 or more instances
cell,count,area [sq um]
a21oi,4,20.0
buf,3,13.8
ha,10,125
inv,10,37.5
mux2,8,90.1
nand2,7,26.3
nand3,10,50.1
nor2,11,41.3
o21ai,4,20.0
xnor2,9,86.3
xnor3,4,91.3
xor2,4,35.0
xor3,3,72.6
## cell families (layout without fill, tap and decap cells)
logic type      after synthesis  in the layout  synth area share
buf+inv                      14             69            0.0619
simple gates                 40             40             0.228
compound gates               16             16             0.127
fa+ha+maj                    12             12             0.160
mux                           9              9             0.110
xor+xnor                     20             20             0.314
## layout make-up
type / count / area, sq um
repair buffers: 59 / 504
multi-input cells: 97 / 980
well taps: 46 / 57.6
inverters: 10 / 37.5
fillers: 317 / 1840
## what timing repair did
action,in CTS,in global routing
pin swaps,16,14
gates resized,26,24
hold buffers,0,0
buffers inserted,1,2
setup endpoints to repair,8,5
## critical path: stages
cell and delay, ns:
dlygate4sd2_1 0.22, xnor3_2 0.45, xnor2_2 0.19, inv_1 0.09, ha_2 0.19, xnor3_2 0.26
nor2_4 0.20, nand2_2 0.12, inv_2 0.06, ha_1 0.22, nor4b_2 0.21, and4_4 0.28
nand3_1 0.13, nor2_1 0.14, mux2_1 0.34, dlygate4sd2_1 0.26
No activity file was given, so power comes from the tool's default toggle rates.
