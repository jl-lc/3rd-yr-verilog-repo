==> design/flow/design.v <==
`timescale 1ns / 100ps
module mst
    (
    input clock,
    input reset,
    input enable,
    output reg [7:0] wra,
    output reg [7:0] wrd,
    output reg [7:0] rda,
    output reg [7:0] rdd,
    output reg we,
    output reg [8:0] t1attempts,
    output reg [8:0] t1fails,
    output reg [8:0] t2attempts,
    output reg [8:0] t2fails,
    output reg done
    );
    wire [7:0] rddmem;
    memory u2 (.clock(clock), .reset(reset), .we(we), .wra(wra), .wrd(wrd), .rda(rda), .rdd(rddmem));
    wire clk;
    reg [1:0] count = 0;     
    reg test1_done = 0;
    assign clk = ~clock;     
    always @(posedge clk)
    begin : counter
        if (enable)
        begin
            count <= count + 1;
            if (count == 2)
                count <= 0;
        end
    end
    always @(posedge clk)
    begin : tests
        if (reset)                               
        begin
            rda <= 8'h00;
            wrd <= 8'h00;
            wra <= 8'h00;
            we <= 0;
            t1attempts <= 8'h00;
            t1fails <= 8'h00;
            t2attempts <= 8'h00;
            t2fails <= 8'h00;
            done <= 0;
        end
        else if (~test1_done && ~done)           
        begin
            if (enable && count == 0) 
            begin                                
                we <= 1;
                wrd <= 8'h00;                    
            end
            else if (enable && count == 1)
            begin                                
                we <= 0;                         
            end
            else if (enable && count == 2)
            begin
                wra <= wra + 8'h01;              
                rda <= wra + 8'h01;              
                t1attempts <= t1attempts + 1;    
                if (t1attempts == 9'h0FF)        
                    test1_done <= 1;             
                if (rdd != wrd)                  
                    t1fails <= t1fails + 1;
            end
            else
                we <= 0;                         
        end
        else if (test1_done && ~done)            
        begin
            if (enable && count == 0) 
            begin                                
                we <= 1;
                wrd <= 8'hFF;                    
            end
            else if (enable && count == 1)
            begin                                
                we <= 0;                         
            end
            else if (enable && count == 2)
            begin
                wra <= wra + 8'h01;              
                rda <= wra + 8'h01;              
                t2attempts <= t2attempts + 1;    
                if (t2attempts == 9'h0FF)        
                    done <= 1;                   
                if (rdd != wrd)                  
                    t2fails <= t2fails + 1;
            end
            else
                we <= 0;                         
        end
        else                                     
        begin
            rda <= rda;
            wrd <= wrd;
            wra <= wra;
            we <= 0;
            t1attempts <= t1attempts;
            t1fails <= t1fails;
            t2attempts <= t2attempts;
            t2fails <= t2fails;
            done <= 1;
        end
    end
endmodule
module memory(
    input clock,
    input reset,
    input we,
    input [7:0] wra,
    input [7:0] wrd,
    input [7:0] rda,
    output [7:0] rdd
    );
    reg [7:0] mem[255:0];
    reg [7:0] rddata;
    always @(posedge clock)
    begin
        if(reset)
        begin
            rddata <= 8'h00;
        end
        else
        begin
            if(we)
            begin
                mem[wra] <= wrd;
            end
            rddata <= mem[rda];
        end
    end
    assign rdd = rddata;
endmodule
==> design/flow/run.sh <==
#!/bin/bash
# OpenROAD 26Q1-2900-gdf79404cd8, Yosys 0.63+post, stock flow scripts
make -C /OpenROAD-flow-scripts/flow DESIGN_CONFIG=/design/flow/config.mk WORK_HOME=/design/flow/orfs finish
==> design/flow/config.mk <==
export PLATFORM = sky130hd
export DESIGN_NAME = mst
export DESIGN_NICKNAME = mst
export VERILOG_FILES = /design/flow/design.v
export SDC_FILE = /design/flow/constraint.sdc
export NUM_CORES = 4
export LEC_CHECK = 1
export CORE_AREA = 10 10 111 111
export DIE_AREA = 0 0 121 121
==> design/flow/constraint.sdc <==
current_design mst

set clk_period 2.7
set clk_io_pct 0.2

create_clock -name clk0 -period $clk_period [get_ports {clock}]

set non_clock_inputs [all_inputs -no_clocks]
set_input_delay [expr $clk_period * $clk_io_pct] -clock clk0 $non_clock_inputs
set_output_delay [expr $clk_period * $clk_io_pct] -clock clk0 [all_outputs]
==> out/metrics.csv <==
stage;metric;value;unit
die;core area;0.00986;mm²
cells_and_area;Seq. cell area;707;µm²
grt;first-pass GRT wire length;7620;µm
yosys;Seq/Total Area, Yosys;0.369;
yosys;most used flip-flop cell;dfxtp_1;
yosys;Largest type area fraction;0.320;
yosys;mean post-synth cell area;8.78;µm²
power;peak supply drop;0.186;mV
yosys;Largest cells by area;dfxtp_1 (32%), buf_4 (17%), xor2_1 (6.7%), ha_1 (5.5%), nor2_1 (5.4%);
route;DRC;0;
yosys;Ys Warns;10;
yosys;chip area line of the yosys report;0.00182;mm²
die;Die X;121;µm
die;Init Core Util;0.184;
power;Pwr Total;1.24;mW
die;Top Ports;73;
grt;vias in the first global route;1699;
timing;Setup-failing EPs final;14;
cts;H-tree Lvls;2;
timing;slew at the pin with the worst max-slew slack;594;ps
cts;CTS buffer count;5;
cells_and_area;number of filler cells placed in the layout;1017;
cells_and_area;Top Layout Cells;buf_4 (48), inv_1 (39), buf_2 (29);
route;WL per Instance;10.7;µm
yosys;count of library flops with an enable pin;3;
setup_path;CP max-delay cell;dfxtp_4;
route;Post-DRT Antenna Nets;0;
setup_path;worst-path cell chain;buf_6 -> buf_6 -> buf_6;
power;Gate power share;0.098;
route;vias;1670;
route;ant diodes;0;
grt;largest net degree at the start of global routing;18;
power;P_sw;0.357;mW
grt;gr usage total;0.0624;
cells_and_area;area grow syn2layout;56.2;%
route;Initial DRT Pass Iterations;4;
yosys;ys flops;32;
die;chip area;0.0146;mm²
setup_path;Worst EP arrival;2340;ps
grt;initial antenna violation count;0;
placed_design;Place WS;-811;ps
job;tool warnings;62;
yosys;ys async rst share;0;
power;Power Dens Cells;438;mW/mm²
placed_design;Port Buffer Count;46;
die;# rows;36;
min_path;Worst Hold Class;reg -> reg;
grt;total gr overflow;0;
timing;worst hold slack;571;ps
cts;Max Root-Sink Buffers;2;
die;Die Span Y;121;µm
yosys;Mapped Cells;207;
setup_path;slowest stage delay, CP;330;ps
cts;CTS root buf;clkbuf_8;
yosys;Post-Synthesis Cell Area;0.00182;mm²
setup_path;CP Capture Type;primary output;
cts;clk latency late pin;350;ps
cts;hold_buf cts;0;
yosys;Synth area leader;dfxtp_1;
cts;clock-pin slew of the registers on the worst-case setup and hold paths;30;ps
status;failing checks;setup timing;
route;drt initial violations;60;
timing;Slew Limit Fails;0;
power;P_leak;1.44;nW
timing;worst relative slew slack;0.599;
power;sequential share of power;0.401;
cts;TritonCTS clock tree;done;
route;vias per cell;3.65;
timing;clock skew;15.0;ps
setup_path;critical path class;reg -> out;
timing;RSZ-0062 raised after global routing;yes;
power;internal power;0.887;mW
yosys;Unique cell types;38;
cts;clk sinks;32;
setup_path;Crit Path Max Fanout;3;
setup_path;Critical Path Source Type;flop;
cells_and_area;Comb area;933;µm²
setup_path;Req. time, crit path;2160;ps
power;Clock power frac;0.501;
timing;final hold violation count;0;
cells_and_area;share of cells above drive strength 1;0.441;
cells_and_area;most frequent logic cell in the layout;buf_4;
placed_design;GP Congestion;0.817;
setup_path;Worst path most repeated cell;buf_6;
status;outcome;complete, but fails checks;
route;total wire length;4880;µm
job;number of max-cap violations;0;
yosys;yosys stat cell total;207;
timing;final worst setup slack;-175;ps
placed_design;Detailed Place HPWL;3560;µm
power;sw frac;0.287;
[Yosys cell counts, types with 2 or more instances]
library cell and number:
buf_2 2, buf_4 41, inv_1 7, dfxtp_1 29
clkbuf_1 4, nand4_1 7, and4_1 3, nand3_1 11
nand2_1 10, xnor2_1 6, mux2i_1 2, xor2_1 14
nor2_1 26, conb_1 2, nor4bb_1 3, edfxtp_1 3
nor3_1 4, a21oi_1 4, nor4_1 2, ha_1 8
or3_1 2
[sequential cells by signal, indices dropped and copies added, names as in the netlist]
register / count
count: 2
done: 1
t1attempts: 9
t2attempts: 9
test1_done: 1
we: 1
wra: 8
wrd: 1
[through the flow]
| step | util | TNS, ps | cells | area, µm² |
|---|---|---|---|---|
| floorplan | - | -605 | 232 | 1920 |
| global placement | 0.253 | -19670 | 402 | 2500 |
| detailed placement | 0.253 | -20420 | 402 | 2500 |
| CTS | 0.277 | -1420 | 453 | 2730 |
| global route | 0.288 | -1770 | 457 | 2840 |
| finish | 0.288 | -1140 | 457 | 2840 |
[final timing paths]
check	startpoint	to	slack, ps	cells past startpoint
hold reg to reg	t2attempts[8]	t2attempts[8]	570	3
setup reg to reg	count[0]	t1attempts[8]	490	7
hold / removal	t2attempts[8]	t2attempts[8]	570	3
setup / recovery	wrd[6]	wrd[7]	-180	3
[worst max-delay path, delay by kind of cell, from the launching register on]
family | cells | cell delay (ps)
buf+inv | 3 | 320
flops | 1 | 330
[cell families after synthesis]
| logic type | after synthesis | share of synthesized area |
|---|---|---|
| multiplexers | 2 | 0.0110 |
| adder cells (fa/ha/maj) | 8 | 0.0551 |
| AND/OR/NAND/NOR | 80 | 0.236 |
| flip-flops | 32 | 0.369 |
| other | 2 | 0.00413 |
| AND-OR/OR-AND | 8 | 0.0282 |
| XOR/XNOR | 20 | 0.0964 |
| buffers and inverters | 55 | 0.200 |
[timing repair]
action | 4_1_cts | 5_1_grt
buffers inserted | 13 | 4
endpoints found under the setup margin | 72 | 32
pin swaps | 0 | 3
resized | 191 | 16
[per-layer routing]
layer  part of all wire  track usage  vias up
met3              0.088       0.0340        6
met4              0.020       0.0279        0
li1                   -            -      858
met2               0.46       0.0922       52
met5                  0            0        -
met1               0.43       0.0730      754
[layout make-up]
cell class	count	share of cell area
Multi-Input combinational cell	145	0.329
Timing Repair Buffer	102	0.277
Sequential cell	32	0.249
Tap cell	133	0.0586
Clock inverter	34	0.0542
Clock buffer	5	0.0243
Inverter	6	0.00794
[power groups by stage]
stage	Sequential (mW)	Combinational [mW]	Clock, mW
5_1_grt	0.498	0.136	0.707
4_1_cts	0.498	0.113	0.660
6_report	0.499	0.122	0.622
Power figures rest on the tool's default switching activity, not on a simulated workload.
